--- flow/run.sh ---
#!/bin/bash
# OpenROAD 26Q1-2900-gdf79404cd8, Yosys 0.63+post, stock flow scripts
make -C /OpenROAD-flow-scripts/flow DESIGN_CONFIG=/design/flow/config.mk WORK_HOME=/design/flow/orfs finish
--- flow/config.mk ---
export PLATFORM = sky130hd
export DESIGN_NAME = top
export DESIGN_NICKNAME = top
export VERILOG_FILES = /design/flow/design.v
export SDC_FILE = /design/flow/constraint.sdc
export NUM_CORES = 4
export LEC_CHECK = 1
export CORE_UTILIZATION = 30
--- flow/constraint.sdc ---
current_design top

set clk_period 6.5
set clk_io_pct 0.2

create_clock -name clk0 -period $clk_period [get_ports {clk}]

set non_clock_inputs [all_inputs -no_clocks]
set_input_delay [expr $clk_period * $clk_io_pct] -clock clk0 $non_clock_inputs
set_output_delay [expr $clk_period * $clk_io_pct] -clock clk0 [all_outputs]
--- flow/design.v ---
module spi_master(input clk, newd,rst,input [11:0] din,output reg sclk,cs,mosi);
    typedef enum bit [1:0] {idle = 2'b00, enable = 2'b01, send = 2'b10, comp = 2'b11 } state_type;
    state_type state = idle;
    int countc = 0;
    int count = 0;
    always@(posedge clk) begin
        if(rst == 1'b1) begin
            countc <= 0;
            sclk <= 1'b0;
        end
        else begin 
            if(countc < 10 )
                countc <= countc + 1;
            else
            begin
                countc <= 0;
                sclk <= ~sclk;
            end
        end
    end
    reg [11:0] temp;
    always@(posedge sclk) begin
        if(rst == 1'b1) begin
            cs <= 1'b1; 
            mosi <= 1'b0;
        end
        else begin
            case(state)
            idle: begin
               if(newd == 1'b1) begin
                 state <= send;
                 temp <= din; 
                 cs <= 1'b0;
               end
               else begin
                 state <= idle;
                 temp <= 8'h00;
               end
             end
            send : begin
            if(count <= 11) begin
                mosi <= temp[count]; 
                count <= count + 1;
            end
            else
             begin
               count <= 0;
               state <= idle;
               cs <= 1'b1;
               mosi <= 1'b0;
             end
            end
            default : state <= idle; 
            endcase
        end 
    end
endmodule
module spi_slave (input sclk, cs, mosi,output [11:0] dout,output reg done);
    typedef enum bit {detect_start = 1'b0, read_data = 1'b1} state_type;
    state_type state = detect_start;
    reg [11:0] temp = 12'h000;
    int count = 0;
    always@(posedge sclk) begin
        case(state)
        detect_start: begin
            done   <= 1'b0;
            if(cs == 1'b0)
                state <= read_data;
            else
                state <= detect_start;
        end
        read_data : begin
            if(count <= 11)
            begin
                count <= count + 1;
                temp  <= { mosi, temp[11:1]};
            end
            else begin
                count <= 0;
                done <= 1'b1;
                state <= detect_start;
            end
        end
        endcase
    end
    assign dout = temp;
endmodule
module top (input clk, rst, newd,input [11:0] din,output [11:0] dout,output done);
    wire sclk, cs, mosi;
    spi_master m1 (clk, newd, rst, din, sclk, cs, mosi);
    spi_slave s1  (sclk, cs, mosi, dout, done);
endmodule
interface spi_if;
logic clk,rst,newd,done,sclk;
logic [11:0] din,dout;
endinterface 
==> flow_summary.toml <==
# yosys + openroad results
[power_and_ir_drop]
powerDensity_nw_per_um2 = 66.7
ir_worst_vdd_uv = 152
power_uw = 465
p_leak_uw = 0.00223

[setup_path]
r2r_slack_ns = 4.63
critPathKind = "in -> reg"
slowest_delay_ns = 0.59
reg2regPathDepth = 5
start_kind = "primary input"
worstPathRequired_ns = 6.65
critPathArrivalTime_ns = 2.43
worstPathCellList = "clkdlybuf4s50_1 -> nand2b_1 -> buf_4 -> nor2_1"
r2r-end = "m1.countc[28]"
r2r-start = "m1.countc[3]"
crit_fanout = 32
critical-path-slowest-cell = "clkdlybuf4s50_1"
endpoint_kind = "flop"

[logic_synthesis]
ys_cells = 583
synthTopCellsByCount = "104 x nor2_1, 90 x edfxtp_1, 46 x xor2_1"
netlist_instances = 583
edf_count = 90
synth-seq-cells = 126
yosys.area.top_type_share = 0.431
synth_warnings = 2
topCellsByArea = "edfxtp_1 43%, dfxtp_1 12%, xor2_1 6.4%, nor2_1 6.2%, xnor2_1 4.8%"
syn_area_sq_um = 6260
top_area_cell = "edfxtp_1"
yosysSeqAreaShare = 0.546
ys_area_sq_um = 6260
synthDistinctLibCells = 47
ys_async_sr_fraction = 0
synthFlopType = "edfxtp_1"
avgSynthCellArea_sq_um = 10.7
yosysMostFrequentCell = "nor2_1"

[floorplanning]
core_area_sq_um = 20400
initial_core_util = 0.308
chipArea_sq_um = 21500
die_w_um = 147
ios = 28
die.size.y_um = 147
num_rows = 52

[detailed_routing]
route.antenna.diode_count = 0
wirelength_mm = 11.4
postRouteAntennaNets = 0
via_per_inst = 4.81
drcViolationCount = 0
dr.pass1.iters = 4
routedWlPerCell_um = 13.1
drtIter0Drc = 256
dr_total_vias = 4201

[cells_and_area]
n_fill_cell = 2027
fin_area_sq_um = 6980
fin_util = 0.343
syn_to_final_growth_pct = 11.4
drive_above_1_share = 0.0646

[final_timing]
unclocked_regs = 93
whs_ns = 0.451
hold_viol_final = 0
grt_setup_unrepaired = "no"
finalClockSkew_ns = 0.00342
tightest_slew_ns = 0.803
finalCritPeriodShare = 0.352
max_freq_ghz = 0.437
slew_violations = 0
period_needed_ns = 2.29
setup_viol = 0
fin_setup_tns_ns = 0
untimed_endpoints = 196
maxSlewHeadroom = 0.464

[clock_tree]
postCtsHoldBufs = 0
path_clk_slew_ns = 0.05
clock_latency_ns = 0.27
clockBufferDepth = 2
cts_inserted_buffers = 5
ctsRootBufferMaster = "clkbuf_16"
post-cts-setup-buffers = 0
ctsResizeCount = 0
htree_num_levels = 2
cts_tree = "yes"

[flow_run]
warnings = 25
maxCapViolCount = 0

[grt]
grtUsageMet3 = 0.0137
use_met2 = 0.181
busiest_layer = "met1"
grt_usage = 0.113
met1_usage = 0.182
globalRoute.totalOverflow = 0
antenna_found_initial = 0
grt_max_degree = 94
grt_pass1_wl_mm = 19.5
grt_pass1_vias = 4006

[place]
gp_congestion = 0.852
hpwl_mm = 8.02
io_buffers = 27
postPlaceCellArea_sq_um = 6840

[hold_path]
whs_path_depth = 1
worstHoldEndpoint = "m1.countc[0]"
hp-start = "m1.countc[0]"
holdCritPathClass = "reg -> reg"

[status]
status = "completed"
## area by class of cell
cell class,instances,area (sq um),area share
inverter,16,60.1,0.00860
multi-input combinational,420,2690,0.385
clock buffer,7,143,0.0204
tap,270,338,0.0484
sequential,126,3420,0.491
timing repair buffer,35,330,0.0473
## power by group
| part | switching (uW) | internal (uW) |
|---|---|---|
| clock network | 77.2 | 150 |
| logic | 13.1 | 12.8 |
| registers | 2.13 | 210 |
| total | 92.4 | 373 |
## layer usage
layer,vias to the layer above,part of all wire
li1,2145,-
met1,2001,0.50
met2,53,0.47
met3,2,0.034
met4,0,0.0011
met5,-,0
## registers in the layout, indices dropped and copies added, names as in the netlist
register / cells
s1.state: 1
m1.cs: 1
m1.count: 32
m1.sclk: 1
s1.temp: 12
m1.state: 1
m1.mosi: 1
m1.countc: 32
s1.done: 1
m1.temp: 12
s1.count: 32
## worst max path at each step
stage | start | slack, ns | depth (start not counted) | endpoint
6_report | rst | 4.21 | 4 | m1.countc[6]
5_1_grt | rst | 4.12 | 4 | m1.countc[21]
4_1_cts | rst | 4.20 | 4 | m1.countc[4]
## cell families after synthesis
family | count (synthesis) | share of synthesized area
adder cells (fa/ha/maj) | 3 | 0.00599
buffers and inverters | 37 | 0.0262
XOR/XNOR | 80 | 0.112
multiplexers | 4 | 0.0124
AND/OR/NAND/NOR | 303 | 0.269
flip-flops | 126 | 0.546
AND-OR/OR-AND | 30 | 0.0284
## placed cells by master (no fill, tap or decap), types with 2 or more instances in the layout
master           count
nand3_1             36
and3_1              11
nor4_1              26
a31oi_1              2
inv_1               16
nand4_4              2
clkdlybuf4s50_1     27
clkbuf_16            5
nor2b_1              3
and4_1               9
a21oi_1             11
ha_1                 3
nor2_1             102
nor3_1              12
edfxtp_1            90
nand4_2              4
nand4_1             28
nor4_4               3
or4_4                2
o21ai_0              8
nand2_1             29
or4_1                3
o31ai_1              4
and2_1              15
nor2_2               3
dfxtp_1             35
mux4_2               3
or3_1                6
xor2_1              46
xnor2_1             34
buf_4                8
## metrics by stage
step / worst slack (ns) / std cells
after detailed placement: 3.92 / 867
final: 4.21 / 874
after CTS: 4.20 / 874
after global routing: 4.12 / 874
after floorplan: 4.58 / 583
after global placement: 3.95 / 867
## worst max-delay path, delay by kind of cell
| family | cells | cell delay [ns] |
|---|---|---|
| AND/OR/NAND/NOR | 2 | 0.22 |
| buffers and inverters | 2 | 0.90 |
No activity file was given, so power comes from the tool's default toggle rates.
