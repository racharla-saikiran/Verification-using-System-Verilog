==> /design/flow/design.v <==
`timescale 1ns / 1ps
module FIFO(
    input clk,rst,wr,rd,input [7:0] din, output reg [7:0]dout,output empty,full
    );
    reg [3:0] rptr=0,wptr=0;
    reg [4:0] count=0;
    reg [7:0] mem [15:0];
    always @(posedge clk) begin 
        if(rst) begin
        wptr<=0;
        rptr<=0;
        count<=0;
        end 
        else if(wr && !full)begin
            mem[wptr] <=din;
            wptr <=wptr+1;
            count <= count+1;
        end 
        else if (rd && !empty) begin 
            dout<=mem[rptr];
            rptr <=rptr+1;
            count<=count-1;
        end    
    end 
        assign full = (count==16);
        assign empty = (count==0);
endmodule
interface fifo_if;
    logic clk,rst,rd,wr,full, empty;
    logic [7:0] din,dout;
endinterface    
==> /design/flow/run.sh <==
#!/bin/bash
# OpenROAD 26Q1-2900-gdf79404cd8, Yosys 0.63+post, stock flow scripts
make -C /OpenROAD-flow-scripts/flow DESIGN_CONFIG=/design/flow/config.mk WORK_HOME=/design/flow/orfs finish
==> /design/flow/config.mk <==
export PLATFORM = sky130hd
export DESIGN_NAME = FIFO
export DESIGN_NICKNAME = FIFO
export VERILOG_FILES = /design/flow/design.v
export SDC_FILE = /design/flow/constraint.sdc
export NUM_CORES = 4
export LEC_CHECK = 1
export CORE_UTILIZATION = 50
==> /design/flow/constraint.sdc <==
current_design FIFO

set clk_period 4.3
set clk_io_pct 0.2

create_clock -name clk0 -period $clk_period [get_ports {clk}]

set non_clock_inputs [all_inputs -no_clocks]
set_input_delay [expr $clk_period * $clk_io_pct] -clock clk0 $non_clock_inputs
set_output_delay [expr $clk_period * $clk_io_pct] -clock clk0 [all_outputs]
==> ci_impl_report.md <==
### Metrics collected by this job

| Metric | Value |
|---|---|
| CTS sink cnt | `149` |
| Initial antenna violation count | `0` |
| Max_cap viols | `0` |
| Final Skew | `6.97 ps` |
| Synth async-reset ratio | `0%` |
| Core Density at Floorplan | `52.2%` |
| IO buf count | `21` |
| Largest net degree at the start of global routing | `32` |
| Detailed Routing Iterations Pass 1 | `15` |
| Combinational share of power | `20.7%` |
| Crit-path slowest cell | `clkdlybuf4s50_1` |
| YS warnings | `1` |
| Synthesized registers | `149` |
| Adder-Cell Fraction of Synth Area | `under 10%` |
| Sw Ratio | `26.0%` |
| Max IR drop VDD | `435 uV` |
| DRC errors left | `0` |
| Startpoint types | `primary input` |
| Post-CTS Setup Repair Bufs | `0` |
| Initial DRC Count | `157` |
| Post-synth EDFFs | `about 140` |
| Core Area | `about 12000 sq um` |
| Area leader, netlist | `edfxtp_1` |
| Register share of total power | `43.1%` |
| Net Sw Power | `1040 uW` |
| Synth Instances | `359` |
| Mean Syn Cell Area | `16.9 sq um` |
| Synthesis area per yosys | `6060 sq um` |
| CTS H-tree depth | `4` |
| Basic Gates by Area | `between 4 and 5%` |
| Average routed wire per standard cell | `22.0 microns` |
| Clock transition at path regs | `60 ps` |
| Rel. slew slack | `43.8%` |
| Yosys Instances | `359` |
| Seq share, synth | `71.7%` |
| Area grow syn2layout | `15.4%` |
| Final WL | `roughly 12000 microns` |
| GRT Util Overall | `22.7%` |
| I/O pins | `22` |
| AO/OA Area Share | `7.87%` |
| Routed Antenna Nets | `0` |
| XOR/XNOR Area Share | `less than 1%` |
| Routed vias/inst | `5.79` |
| Top_reg_cell synth | `edfxtp_1` |
| Clock Power Share | `36.2%` |
| FMAX | `0.299 GHz` |
| Pleak | `about 0.0023 uW` |
| Die width | `112 microns` |
| Fin. Hold Viols | `0` |
| GRT overflow | `0` |
| Top cells by area | `edfxtp_1 67%, mux4_2 5.9%, mux2i_1 5.5%` |
| DP HPWL | `roughly 7500 microns` |
| Comb area leader | `multiplexers` |
| Setup_tns | `0 ps` |
| Cycle use final | `77.8%` |
| Log Warnings | `28` |
| RSZ-0062 raised after global routing | `no` |
| Final count of negative-setup-slack endpoints | `0` |
| Crit path buf inv count | `3` |
| Hold buffers post-CTS | `0` |
| Max incr delay on CP | `680 ps` |
| Status | `completed` |
| Crit path max fanout | `8` |
| Gpl congestion | `just under 0.9` |
| Critical hold path startpoint | `count[2]` |
| Unique masters post-synth | `39` |
| CTS tree | `done` |
| Die H | `around 110 microns` |
| Share of layout cells above drive strength 1 | `15.1%` |
| CP arrival | `3670 ps` |
| Worst Hold Class | `reg2reg` |
| Multiplexer share of the synthesized area | `between 10 and 15%` |
| Worst Path Required | `4630 ps` |
| Clock Tree Buf Depth | `2` |
| Delay-heaviest family, CP | `AND-OR/OR-AND gates` |
| Worst r2r src | `count[0]` |
| Vias in the first global route | `3288` |
| Area of the die | `about 13000 sq um` |
| Worst path cell trace | `clkdlybuf4s50_1 > inv_1 > a21oi_1 > inv_1 > fa_1 > a21o_1 > a2111o_1 > o211a_1 > a211oi_1` |
| Final Critical Period | `3350 ps` |
| Crit end category | `flip-flop` |
| Clk latency of the worst-skew pair | `410 ps` |
| Top cells by count | `136 x edfxtp_1, 33 x mux2i_1, 26 x nor2_1` |
| Final design utilization | `60.2%` |
| Power per standard cell area | `571 nW/um^2` |
| Top-area cell type share of the netlist area | `between 60% and 70%` |
| Internal | `2950 uW` |
| # resized after CTS | `0` |
| Setup crit start | `wr` |
| CTS Buf Count | `17` |
| Core Rows | `39` |
| Most frequent CP cell | `inv_1` |
| Most common cell in the netlist | `edfxtp_1` |
| Final Slew Violations | `0` |
| Antenna Cells | `0` |
| Post-Syn Area | `~6100 sq um` |
| Measured slew at the worst slew-check pin | `839 ps` |
| First-pass GRT wire length | `18600 microns` |
| Via count | `3130` |
| Critical path class | `in2reg` |
| Root Driver | `clkbuf_16` |
-- registers in the layout, summed over array words and instances, names as in the netlist --
register	count
mem	128
dout	8
count	5
rptr	4
wptr	4
-- cell type report --
class | count | area [sq um]
clock buffer | 17 | 425
clock inverter | 15 | 164
fill | 853 | 4620
inverter | 8 | 30.0
multi-input combinational | 184 | 1610
sequential | 149 | 4350
tap | 143 | 179
timing repair buffer | 25 | 240
-- layer usage --
metal / global-route usage, % / vias to the layer above / part of all wire (%)
met5: 0 / - / 0
met3: 11.7 / 8 / 10
met4: 3.38 / 0 / 0.92
met2: 33.6 / 118 / 49
li1: - / 1485 / -
met1: 34.5 / 1519 / 40
-- per-stage QoR --
step	setup slack, ps	power (uW)	cell area, sq um	hold WS (ps)	instances
floorplan	1190	2330	6060	532	359
global placement	620	2570	6400	558	509
detailed placement	541	2580	6400	568	509
CTS	966	4020	6990	578	541
global route	744	4170	6990	597	541
finish	954	3990	6990	575	541
-- power groups by stage --
stage         combinational (uW)  clock [uW]  sequential, uW
CTS                          833        1470            1720
global route                 907        1530            1730
finish                       825        1440            1720
-- layout by cell type, fill, tap and decap left out, drive strengths merged, types with 2 or more instances in the layout --
cell type	synthesis	layout
xnor2	3	3
ha	8	8
xor2	3	3
clkinvlp	0	2
o211ai	3	3
bufinv	0	3
buf	9	4
inv	8	8
mux4	16	16
clkdlybuf4s50	0	21
a21oi	10	10
or3	4	4
dfxtp	13	13
and2	2	2
o2111ai	2	2
o21ai	14	14
nand3	3	3
nand2	15	15
a221oi	16	16
a21o	2	2
nor2	26	26
clkinv	0	10
mux2i	33	33
edfxtp	136	136
a211oi	2	2
clkbuf	9	17
a22oi	8	8
-- cell families after synthesis --
logic type | after synthesis
and+or+nand+nor | 57
adders and majority gates | 9
muxes | 49
AOI/OAI and AO/OA | 63
buffers and inverters | 26
DFF | 149
xor gates and xnor gates | 6
-- final timing paths --
kind / slack (ps) / cells past startpoint / to
worst max-delay path: 950 / 9 / count[4]
worst min-delay path: 570 / 2 / count[2]
worst max register to register: 1470 / 8 / count[4]
worst min register to register: 570 / 2 / count[2]
-- worst register-to-register path, delay by kind of cell (launching register included) --
kind / cells / cell delay, ps
flops: 1 / 400
buf+inv: 1 / 210
fa+ha+maj: 1 / 300
simple gates: 1 / 640
compound gates: 5 / 1200
Power and IR drop assume default switching activity.
