--- /design/flow/config.mk ---
export PLATFORM = sky130hd
export DESIGN_NAME = apb_s
export DESIGN_NICKNAME = apb_s
export VERILOG_FILES = /design/flow/design.v
export SDC_FILE = /design/flow/constraint.sdc
export NUM_CORES = 4
export LEC_CHECK = 1
export CORE_UTILIZATION = 30
--- /design/flow/constraint.sdc ---
current_design apb_s

set clk_period 1.5
set clk_io_pct 0.2

create_clock -name clk0 -period $clk_period [get_ports {pclk}]

set non_clock_inputs [all_inputs -no_clocks]
set_input_delay [expr $clk_period * $clk_io_pct] -clock clk0 $non_clock_inputs
set_output_delay [expr $clk_period * $clk_io_pct] -clock clk0 [all_outputs]
--- /design/flow/design.v ---
module apb_s(input  pclk, presetn, input [31:0] paddr, input psel, penable, input [7:0] pwdata,input pwrite, 
            output reg [7:0] prdata, output reg pready, output pslverr);
      localparam [1:0] idle = 0, write = 1, read = 2;
      reg [7:0] mem[16];
      reg [1:0] state, nstate;
      bit  addr_err , addv_err, data_err;  
      always@(posedge pclk, negedge presetn) begin
          if(presetn == 1'b0)
              state <= idle;
          else
              state <= nstate;
        end
      always@(*)
        begin
        case(state)
         idle: begin
            prdata    = 8'h00;
            pready    = 1'b0;
                if(psel == 1'b1 && pwrite == 1'b1)  
                    nstate = write;
                else if (psel == 1'b1 && pwrite == 1'b0)
                    nstate = read;
                else
                    nstate = idle; 
          end   
         write: begin
            if(psel == 1'b1 && penable == 1'b1) begin 
                     if(!addr_err && !addv_err && !data_err )
                        begin
                        pready = 1'b1;
                        mem[paddr]  = pwdata;
                        nstate      = idle;
                        end
                    else
                         begin
                         nstate = idle;
                         pready = 1'b1;
                         end     
            end
        end
        read: begin
            if(psel == 1'b1 && penable == 1'b1 ) begin
                if(!addr_err && !addv_err && !data_err ) begin
                     pready = 1'b1;
                     prdata = mem[paddr];
                     nstate      = idle;
                     end
                else begin
                    pready = 1'b1;
                    prdata = 8'h00;
                    nstate      = idle;
                    end
            end
        end
        default :  begin
            nstate = idle; 
            prdata    = 8'h00;
            pready    = 1'b0;
         end
        endcase
     end
    reg av_t = 0;
    always@(*)
    begin
    if(paddr >= 0)
      av_t = 1'b0;
    else
      av_t = 1'b1;
    end
    reg dv_t = 0;
    always@(*)
    begin
    if(pwdata >= 0)
      dv_t = 1'b0;
    else
      dv_t = 1'b1;
    end
    assign addr_err = ((nstate == write || read) && (paddr > 15)) ? 1'b1 : 1'b0;
    assign addv_err = (nstate == write || read) ? av_t : 1'b0;
    assign data_err = (nstate == write || read) ? dv_t : 1'b0;
    assign pslverr  = (psel == 1'b1 && penable == 1'b1) ? ( addv_err || addr_err || data_err) : 1'b0;
endmodule
interface abp_if;
    logic  pclk, presetn, psel,penable, pwrite,pslverr, pready;
    logic [7:0] pwdata;
    logic [31:0] paddr;
    logic  [7:0] prdata;
endinterface 
--- /design/flow/run.sh ---
#!/bin/bash
# OpenROAD 26Q1-2900-gdf79404cd8, Yosys 0.63+post, stock flow scripts
make -C /OpenROAD-flow-scripts/flow DESIGN_CONFIG=/design/flow/config.mk WORK_HOME=/design/flow/orfs finish
==> summary.txt <==
Item: results of the latest flow run.

- The total wire length after detailed routing is 9530 µm.
- In the post-synthesis netlist, the biggest area contributors are sky130_fd_sc_hd__dlxtn_1 52%, sky130_fd_sc_hd__and3b_1 6.4%, sky130_fd_sc_hd__nor3b_1 4.1%.
- The share of Yosys cell area claimed by the top area cell type is 52.4%.
- In this run, the number of DRC markers left after iteration 0 of detailed routing was 121.
- The minimum hold slack is 0.246 ns.
- STA classifies the critical path endpoint as an output pin.
- The hold violation count in the final report is 0.
- Per the OpenROAD floorplan log, the area of the core is 0.0128 mm².
- The worst-case IR drop observed on VDD is 686 µV.
- The library cells used most frequently in the layout, excluding fill and tap cells, are 139 x sky130_fd_sc_hd__dlxtn_1, 33 x sky130_fd_sc_hd__o21ai_0, 29 x sky130_fd_sc_hd__and3b_1.
- In this run the vertical extent of the chip is 117 µm.
- Per the summary, power density relative to cell area is 252 mW/mm².
- The sum of net half-perimeters after detailed placement is 6780 µm.
- The tally of non-filler cells in the final layout is 614.
- The total negative slack is 0 ns.
- The top fanout value on the critical path is 2.
- The synthesized design spends more area on one cell type than any other, namely sky130_fd_sc_hd__dlxtn_1.
- The routed length per placed instance is 15.5 µm.
- Static timing analysis puts the maximum clock frequency at 0.682 GHz.
- The first-pass GRT wire length is 15200 µm.
- The critical path class is in -> out.
- The average instance in the mapped netlist occupies 9.86 µm².
- 150 endpoints have no timing constraint.
- The number of nets still failing antenna checks after routing is 0.
- The post-route DRC violation count is 0.
- The count of buffers from port buffering is 54.
- From left edge to right edge, the die measures 117 µm.
- Per the CTS log, the buffer count on the longest clock path is 2.
- The post-route netlist has 11.5% of its cells at a drive strength greater than 1.
- The number of warning messages in the logs is 28.
- For this run, the number of Yosys warnings is 2.
- In the routed netlist, the antenna diode instances number 0.
- The shortest period the worst path allows is 1.47 ns.
- The initial antenna violation count is 0.
- The report puts the hold buffer count at CTS at 0.
- Yosys mapped a number of flops with a built-in enable equal to 0.
- Looking at the max-slew report, the worst-margin pin has a slew of 0.775 ns.
- The leakage power is 0.00233 µW.
- TritonCTS built the clock tree.
- The final number of max-transition violations is 0.
- The final weighted congestion recorded by global placement is 0.847.
- The all-layer global routing usage is 14.6%.
- The number of detailed-route iterations in the first pass is 5.
- The area growth from synthesis to layout is 19.8%.
- The post-route clock period utilization is 97.7%.
- In this run the full chip footprint comes out at 0.0137 mm².
- For reference, the clock transition at the flip-flops on the worst setup and hold paths is 0.03 ns.
- The top cell type in the final layout, fill and taps aside, is sky130_fd_sc_hd__dlxtn_1.
- The number of instances in the placed design is 607.
- The number of CTS-inserted buffers is 3.
- The sum of overflow across all layers after global routing is 0.
- The timer found 139 register pins that no clock reaches; their paths are not timed.
- In this run the clock root is driven by a sky130_fd_sc_hd__clkbuf_16.
- The delay of the slowest critical-path stage is 0.28 ns.
- The count of pins on the block boundary is 55.
- The max-capacitance violation count is 0.
- Checking hold timing, the worst path is listed with class in -> async.
- STA classifies the critical path startpoint as an input pin.
- Post-synth the commonest register cell is sky130_fd_sc_hd__dlxtn_1.
- The arrival time at the worst endpoint is 1.17 ns.
- The via density per instance is 4.98.
- Summing every instance area after synthesis gives 0.00399 mm².
- Entering global routing, the biggest net connects 77 pins.
- Per the CTS log, the maximum H-tree level is 1.
- The worst slew margin relative to its limit is 48.1%.
- The gate count after technology mapping is 404.
- The report lists the cells along the critical path as dlymetal6s2s_1, nor4_2, nand4_2, nor2_1, nor2_1, dlymetal6s2s_1.
- The number of vias after detailed routing is 3058.
- The required arrival time at the worst endpoint is 1.20 ns.
- The count of endpoints failing setup in the final report is 0.
- After floorplanning, the core was divided into 41 placement rows.
- The number of distinct standard cells referenced by the synthesized netlist is 44.
- The via count of the first global-routing pass is 2813.
- Of all flip-flops after synthesis, the portion carrying an async set or reset was 1.42%.
- The run finished with clean final reports.
- The number of flip-flops and latches in the synthesized netlist is 141.
- The utilization after layout is 37.4%.
- The worst-path cell with the longest stage delay is sky130_fd_sc_hd__nor4_2.
- The share of the core area taken by cells at floorplan is 31.2%.
- The area recorded from the Yosys report for this design is 0.00399 mm².
- The number of cells reported by Yosys stat comes to 404.
[worst paths after layout]
| check | startpoint | to | cells past startpoint |
|---|---|---|---|
| setup / recovery | paddr[19] | pslverr | 6 |
| hold / removal | presetn | state[1] | 1 |
| max in group asynchronous | presetn | state[0] | 1 |
| min in group clk0 | paddr[12] | pslverr | 6 |
[flip-flops by register name (all words and copies together), names as in the netlist]
signal and cells:
mem 128, prdata 8, state 2, nstate 2, pready 1
[cell usage after synthesis, types with 4 or more instances]
cell                          n
sky130_fd_sc_hd__nor2_1       6
sky130_fd_sc_hd__a32oi_1      7
sky130_fd_sc_hd__nor3b_1     22
sky130_fd_sc_hd__nor2b_1      6
sky130_fd_sc_hd__o221a_2      6
sky130_fd_sc_hd__clkbuf_1    13
sky130_fd_sc_hd__nand2_1      8
sky130_fd_sc_hd__o2111ai_1    7
sky130_fd_sc_hd__and2_1       9
sky130_fd_sc_hd__and3_1      22
sky130_fd_sc_hd__mux2i_1      4
sky130_fd_sc_hd__a22oi_1      7
sky130_fd_sc_hd__o21ai_0     33
sky130_fd_sc_hd__nand4_1     11
sky130_fd_sc_hd__and3b_1     29
sky130_fd_sc_hd__a21oi_1      7
sky130_fd_sc_hd__buf_2       14
sky130_fd_sc_hd__dlxtn_1    139
sky130_fd_sc_hd__nand3_1      9
sky130_fd_sc_hd__buf_6        4
[worst max-delay path, delay by kind of cell]
kind                   cells  cell delay, ns
buffers and inverters      2            0.25
AND/OR/NAND/NOR            4            0.62
[stage by stage]
stage | instance area, µm² | setup WS [ns] | power [µW]
2_1_floorplan | 3990 | 0.247 | 578
3_3_place_gp | 4630 | -0.571 | 809
3_5_place_dp | 4630 | -0.562 | 817
5_1_grt | 4770 | -0.0700 | 1280
6_report | 4770 | 0.0344 | 1200
4_1_cts | 4710 | -0.529 | 1220
[where the power goes]
group | switching (µW) | total (µW) | internal, µW
clock network | 58.6 | 398 | 339
logic | 275 | 491 | 216
registers | 35.3 | 312 | 277
total | 369 | 1200 | 832
[layer usage]
layer	vias up	GRT usage [%]	share of wire, %
li1	1530	-	-
met1	1430	23.3	50
met2	94	22.9	45
met3	4	1.52	5.0
met4	0	1.18	0.81
met5	-	0	0
[repair_timing]
item / 4_1_cts / 5_1_grt
pin swaps: 5 / 11
buffers inserted: 1 / 3
setup endpoints to repair: 1 / 1
resized: 5 / 42
[area by class of cell]
type                    count  area [µm²]
inverters                   3        11.3
repair buffers             68         641
multi-input cells         227        1690
clock buffers               3        75.1
flip-flops and latches    141        2140
fillers                  1232        8000
well taps                 172         215
[cells by family after synthesis]
| family | after synthesis | synth area share (%) |
|---|---|---|
| muxes | 5 | 1.57 |
| buffers and inverters | 36 | 4.77 |
| AOI/OAI and AO/OA | 76 | 12.9 |
| latches | 139 | 52.4 |
| DFF | 2 | 1.26 |
| adders and majority gates | 3 | 0.942 |
| and+or+nand+nor | 143 | 26.2 |
Power and IR drop assume default switching activity.
